[./design.v]
`timescale 1ps/1ps
`timescale 1ps/1ps
module full_adder (
    output s,co,
    input a,b,c
);
    assign s = a^b^c;
    assign co = (a&b)|(b&c)|(a&c);
endmodule
module adder (s,co,a,b,ci);
    output [3:0]s;
    output co;
    wire [2:0] c;
    input [3:0] a,b;
    input ci;
    full_adder add1(s[0],c[0],a[0],b[0],ci);
    full_adder add2(s[1],c[1],a[1],b[1],c[0]);
    full_adder add3(s[2],c[2],a[2],b[2],c[1]);
    full_adder add4(s[3],co,a[3],b[3],c[2]);
endmodule
[./run.sh]
#!/bin/bash
# OpenROAD 26Q1-2900-gdf79404cd8, Yosys 0.63+post, stock flow scripts
make -C /OpenROAD-flow-scripts/flow DESIGN_CONFIG=/design/flow/config.mk WORK_HOME=/design/flow/orfs finish
[./config.mk]
export PLATFORM = sky130hd
export DESIGN_NAME = adder
export DESIGN_NICKNAME = adder
export VERILOG_FILES = /design/flow/design.v
export SDC_FILE = /design/flow/constraint.sdc
export NUM_CORES = 4
export LEC_CHECK = 1
export CORE_AREA = 10 10 70 70
export DIE_AREA = 0 0 80 80
[./constraint.sdc]
current_design adder

set clk_period 3.8
set clk_io_pct 0.2

create_clock -name clk0 -period $clk_period

set non_clock_inputs [all_inputs -no_clocks]
set_input_delay [expr $clk_period * $clk_io_pct] -clock clk0 $non_clock_inputs
set_output_delay [expr $clk_period * $clk_io_pct] -clock clk0 [all_outputs]
==> tab_implementation.tex <==
% Auto-generated results table
\begin{tabular}{lr}
\hline
Metric & Value \\
\hline
\multicolumn{2}{l}{\textbf{Placed design}} \\
Input/output buffers & 14 \\
Worst slack after detailed placement & -0.169 ns \\
Placement-stage cell area & 315 um\^{}2 \\
GPL Wtd Cong & 0.746 \\
Placed wire-length estimate after detailed placement & 387 um \\
Placed insts & 74 \\
\multicolumn{2}{l}{\textbf{Power}} \\
Sequential cell fraction of total power & 0 \\
Switching share of total power & 0.298 \\
Switching power total & 0.0000108 W \\
Combinational share of power & 1.000 \\
LEAKAGE & 0.133 nW \\
Power density cells & 114 nW/um\^{}2 \\
Portion of total power attributed to the clock network & 0 \\
Peak VDD IR & 0.0275 mV \\
Internal cell power & 0.0000256 W \\
\multicolumn{2}{l}{\textbf{Synthesis}} \\
Parity-gate share of the synthesized area counting xor and xnor cells & 0 \\
Cell area after synthesis & 148 um\^{}2 \\
Count of different cell masters after synthesis & 3 \\
Adder Area Share & 0.542 \\
Cell taking the most area after synthesis & sky130\_fd\_sc\_hd\_\_fa\_1 \\
Cells after synthesis & 18 \\
Most numerous cell in the Yosys netlist & sky130\_fd\_sc\_hd\_\_inv\_1 \\
Yosys warnings & 0 \\
Number of cells in Yosys stat & 18 \\
Average instance area after synthesis & 8.20 um\^{}2 \\
Synth area leaders & sky130\_fd\_sc\_hd\_\_fa\_1 (54\%), sky130\_fd\_sc\_hd\_\_inv\_1 (25\%), sky130\_fd\_sc\_hd\_\_buf\_4 (20\%) \\
Chip area in the Yosys report & 148 um\^{}2 \\
Sequential element share of the synthesized area & 0 \\
Main combinational cell family by area after synthesis & adder cells \\
AO/OA Area Share & 0 \\
Share of cell area taken by muxes after synthesis & 0 \\
Synth cell count leaders & sky130\_fd\_sc\_hd\_\_inv\_1 (10), sky130\_fd\_sc\_hd\_\_buf\_4 (4), sky130\_fd\_sc\_hd\_\_fa\_1 (4) \\
Area leader share & 0.542 \\
Area share of and/or/nand/nor cells after synthesis & 0 \\
\multicolumn{2}{l}{\textbf{Layout}} \\
Final std cells w/o fill & 74 \\
Total non-filler cell area in the finished layout & 320 um\^{}2 \\
Count of flip-flops and latches & 0 \\
Layout area overhead & 117\% \\
Final core utilization & 0.0938 \\
Clk\_buf instances & 0 \\
Fraction of layout instances using a drive strength above 1 & 0.250 \\
Storage element area & 0 um\^{}2 \\
\multicolumn{2}{l}{\textbf{Routing}} \\
Antenna diode instance count & 0 \\
Final routed wirelength across all metal layers & 393 um \\
Post-detailed-route wirelength per cell & 5.31 um \\
DR pass1 iterations & 1 \\
Violation count after the first detailed-routing iteration & 0 \\
Routed vias & 116 \\
DRC viols & 0 \\
Via density per instance & 1.57 \\
Post-detailed-route count of antenna-violating nets & 0 \\
\multicolumn{2}{l}{\textbf{Floorplanning}} \\
I/O Pins & 14 \\
Area of the core & 3420 um\^{}2 \\
Area of the chip & 6400 um\^{}2 \\
Standard-cell row count & 21 \\
Horizontal extent of the die & 80 um \\
Die span in y & 80 um \\
Init Core Util & 0.0432 \\
\multicolumn{2}{l}{\textbf{Worst setup path}} \\
Type of element capturing the critical path & output pin \\
Required @ worst endpoint & 3.04 ns \\
Maximum fanout along the worst path & 1 \\
Startpoint-to-endpoint class of the critical path & in -> out \\
Startpoint type of the worst setup path & input pin \\
Arrival time of data at the critical path endpoint & 2.88 ns \\
\multicolumn{2}{l}{\textbf{Final timing}} \\
Slew of the pin with the lowest slew margin & 0.0977 ns \\
Final cycle utilization of the critical path & 0.959 \\
Post-layout worst setup margin & 0.156 ns \\
Total negative setup slack & 0 ns \\
Upper clock frequency limit & 274 MHz \\
Number of setup violations in the final report & 0 \\
Fin crit period & 3.64 ns \\
Setup repair after global routing missed its margin & false \\
Slew margin rel. & 0.935 \\
Slew Limit Fails & 0 \\
Final hold violation count & 0 \\
\multicolumn{2}{l}{\textbf{Min path}} \\
Worst hold path class & in -> out \\
\multicolumn{2}{l}{\textbf{Global route}} \\
Final global-route overflow total & 0 \\
Maximum number of pins on one net before global-route repair & 2 \\
Wire length of the first global-routing pass & 600 um \\
All-Layer GR Usage & 0.0118 \\
Vias in the first global route & 137 \\
Number of antenna violations at the first check in global routing & 0 \\
\multicolumn{2}{l}{\textbf{Flow run}} \\
Max-cap viol count & 0 \\
Warning total across the stage logs & 32 \\
\multicolumn{2}{l}{\textbf{CTS}} \\
Count of buffers added by post-CTS timing repair for setup & 0 \\
Number of hold-repair buffers added at the cts stage & 0 \\
\multicolumn{2}{l}{\textbf{Outcome}} \\
Run status & finished, final reports clean \\
\hline
\end{tabular}
-- stage by stage --
| step | hold WS (ns) | total power, W |
|---|---|---|
| after floorplan | 1.74 | 0.0000181 |
| after global placement | 2.56 | 0.0000380 |
| after detailed placement | 2.56 | 0.0000378 |
| after CTS | 2.40 | 0.0000380 |
| after global routing | 2.43 | 0.0000431 |
| final | 2.38 | 0.0000364 |
-- cells by family after synthesis --
group / after synthesis
buffers and inverters: 14
adders and majority gates: 4
-- area by class of cell --
cell class | instances | area, um^2
multi-input cells | 4 | 87.6
inverters | 10 | 37.5
fillers | 407 | 3100
repair buffers | 14 | 138
well taps | 46 | 57.6
-- final timing paths --
path / start / endpoint / slack (ns) / depth (start not counted)
max: ci / s[3] / 0.16 / 10
min: b[3] / s[3] / 2.38 / 5
-- power by group through the flow --
stage	clock [W]	sequential, W	combinational, W
finish	0	0	0.0000364
global route	0	0	0.0000431
CTS	0	0	0.0000380
-- metal layers --
| metal | GRT usage | vias to the layer above | routed length (um) |
|---|---|---|---|
| li1 | - | 60 | - |
| met5 | 0 | - | 0 |
| met2 | 0.0104 | 14 | 62 |
| met3 | 0.00909 | 0 | 113 |
| met1 | 0.0200 | 42 | 217 |
| met4 | 0 | 0 | 0 |
-- worst max-delay path, stage by stage --
cell                              delay (ns)
sky130_fd_sc_hd__clkdlybuf4s50_1        0.47
sky130_fd_sc_hd__inv_2                  0.04
sky130_fd_sc_hd__fa_2                   0.37
sky130_fd_sc_hd__inv_2                  0.06
sky130_fd_sc_hd__fa_2                   0.20
sky130_fd_sc_hd__fa_2                   0.20
sky130_fd_sc_hd__inv_2                  0.04
sky130_fd_sc_hd__fa_1                   0.49
sky130_fd_sc_hd__inv_1                  0.03
sky130_fd_sc_hd__dlygate4sd2_1          0.23
-- layout by cell type, fill, tap and decap left out --
master / netlist / routed
sky130_fd_sc_hd__inv_2: 0 / 4
sky130_fd_sc_hd__fa_1: 4 / 1
sky130_fd_sc_hd__fa_2: 0 / 3
sky130_fd_sc_hd__inv_1: 10 / 6
sky130_fd_sc_hd__clkdlybuf4s50_1: 0 / 12
sky130_fd_sc_hd__dlygate4sd2_1: 0 / 2
-- what timing repair did --
| item | 4_1_cts | 5_1_grt |
|---|---|---|
| pin swaps | 4 | 1 |
| gates resized | 9 | 0 |
| gates cloned | 0 | 0 |
| setup endpoints to repair | 2 | 1 |
Power is estimated from default activity; no workload was simulated.
