===== config.mk =====
export PLATFORM = sky130hd
export DESIGN_NAME = lfsr
export DESIGN_NICKNAME = lfsr
export VERILOG_FILES = /design/flow/design.v
export SDC_FILE = /design/flow/constraint.sdc
export NUM_CORES = 4
export LEC_CHECK = 1
export CORE_AREA = 10 10 70 70
export DIE_AREA = 0 0 80 80

===== constraint.sdc =====
current_design lfsr

set clk_period 1.1
set clk_io_pct 0.2

create_clock -name clk0 -period $clk_period [get_ports {clk}]

set non_clock_inputs [all_inputs -no_clocks]
set_input_delay [expr $clk_period * $clk_io_pct] -clock clk0 $non_clock_inputs
set_output_delay [expr $clk_period * $clk_io_pct] -clock clk0 [all_outputs]

===== design.v =====
`timescale 1ps/1ps
`timescale 1ps/1ps
module d_flipflop (
    output reg q,
    input d, clk, clear
);
    always @(posedge clk or negedge clear) begin
        if (clear==1'b0)
            begin q<=1'b0; end
        else 
            begin q<=d; end
    end
endmodule
module lfsr (
    output [2:0] op,
    input clk,
    input rstn,
    input [2:0] load_val
);
    reg [2:0] r,current;
    reg [2:0] p,next;
    reg flag = 1'b1;
    wire taps;
    always @(posedge clk,negedge rstn) begin
        if(~rstn) begin 
            current=4'b0000;
        end else begin
            if (flag) begin
                current=load_val;
                flag=1'b0;    
            end else begin
                current=next;
            end
        end
    end
    always @(taps, current) begin
        next = {taps,current[2:1]};
    end
    assign taps = current[0]^current[1]; 
    d_flipflop d1(op[0],current[0],clk,rstn);
    d_flipflop d2(op[1],current[1],clk,rstn);
    d_flipflop d3(op[2],current[2],clk,rstn);
endmodule

===== run.sh =====
#!/bin/bash
# OpenROAD 26Q1-2900-gdf79404cd8, Yosys 0.63+post, stock flow scripts
make -C /OpenROAD-flow-scripts/flow DESIGN_CONFIG=/design/flow/config.mk WORK_HOME=/design/flow/orfs finish

==> results.sh <==
# flow metrics
export IMPL_status="complete, no violations"
export IMPL_h_tree_depth=1
export IMPL_r2r_start="flag"
export IMPL_cts_tree="yes"
export IMPL_fin_skew_ns=0.00356
export IMPL_io_buffers=7
export IMPL_leakage_uw=0.000148
export IMPL_avgViaCountPerCell=1.99
export IMPL_vias=143
export IMPL_num_fill_cells=395
export IMPL_slowest_stage="dfrtp_1"
export IMPL_crit_chain="dlygate4sd2_1"
export IMPL_fmax_ghz=0.950
export IMPL_comb_area_um2=43.8
export IMPL_final_hold_violation_count=0
export IMPL_crit_type="reg2out"
export IMPL_path_buffers=1
export IMPL_ys_seq_elements=7
export IMPL_worstReg2RegEnd="current[1]"
export IMPL_grt_pass1_wl_um=807
export IMPL_gp_congestion=0.737
export IMPL_grt_max_degree=7
export IMPL_die_area_um2=6400
export IMPL_rsz0062_at_grt="no"
export IMPL_cts_root_buf="clkbuf_4"
export IMPL_min_period_over_period=0.957
export IMPL_drv_slew=0
export IMPL_cts_hold_buf=0
export IMPL_dp_cells=67
export IMPL_io_pins=8
export IMPL_cts_setup_buffers=0
export IMPL_path_delay_family="flip-flops"
export IMPL_synth_area_um2=246
export IMPL_clock_sinks=7
export IMPL_hold_path_class="in2async"
export IMPL_flop_area_um2=180
export IMPL_max_cap_viol_count=0
export IMPL_finalPower_uw=624
export IMPL_dieHeight_um=80
export IMPL_ys_cells=16
export IMPL_power_density_nw_per_um2=1610
export IMPL_overflow=0
export IMPL_initial_core_util=0.0722
export IMPL_drt_first_pass_iters=2
export IMPL_warning_count=25
export IMPL_numCtsBuffers=3
export IMPL_cp_required_ns=0.88
export IMPL_yosysSeqAreaShare=0.731
export IMPL_final_setup_viol_count=0
export IMPL_antenna_found_initial=1
export IMPL_ctsLongestPathBuffers=2
export IMPL_fin_tns_setup_ns=0
export IMPL_cp_num_cells=1
export IMPL_avgSynthCellArea_um2=15.4
export IMPL_end_kind="output port"
export IMPL_wl_um=518
export IMPL_place_area_um2=359
export IMPL_wl_per_cell_um=7.19
export IMPL_path_max_fanout=1
export IMPL_peakVddDrop_v=0.000377
export IMPL_cts_clk_slew_worst_paths_ns=0.05
export IMPL_grt_use_total=0.0184
export IMPL_clkLatencyLatePin_ns=0.25
export IMPL_ys_types=8
export IMPL_grt_pass1_vias=150
export IMPL_syn2layout_area_growth_pct=56.9
export IMPL_hold_slack_ns=0.299
export IMPL_critPathMaxStageDelay_ns=0.35
export IMPL_rows=21
export IMPL_drt_iter0_drc=9
export IMPL_die_w_um=80
export IMPL_reg2reg_depth=1
export IMPL_synth_chip_area_um2=246
export IMPL_core_area_um2=3420
export IMPL_detail_route_antenna_nets=0
export IMPL_ys_warn_count=2
export IMPL_drc=0
export IMPL_instances_no_fill=72
export IMPL_drive_gt1_frac=0.240
export IMPL_start_kind="flop"
export IMPL_finalCriticalPeriod_ns=1.05
export IMPL_arrival_ns=0.83
export IMPL_syn_inst=16
export IMPL_stdcell_area_um2=387
export IMPL_rrSetupSlack_ns=0.21
==> metal layers <==
layer / GRT usage / vias up / share of wire
met5: 0 / - / 0
met4: 0.00176 / 0 / 0
met3: 0.0318 / 0 / 0.27
met2: 0.0185 / 10 / 0.31
met1: 0.0182 / 65 / 0.42
li1: - / 68 / -
==> cells in the final DEF (no fill, tap or decap) <==
master / count
buf_4: 1
clkbuf_1: 1
clkbuf_4: 3
clkdlybuf4s15_1: 2
clkdlybuf4s50_1: 4
conb_1: 1
dfrtp_1: 6
diode_2: 1
dlygate4sd2_1: 1
edfxtp_1: 1
mux2_2: 2
nand2_1: 1
o21ai_0: 1
xnor2_1: 1
==> worst max-delay path by stage <==
stage     slack [ns]  startpoint     to
4_1_cts         0.02        d3.q  op[2]
6_report        0.05        d1.q  op[0]
5_1_grt        0.009        d1.q  op[0]
==> per-stage QoR <==
| step | utilization | setup WS [ns] |
|---|---|---|
| 4_1_cts | 0.112 | 0.0227 |
| 3_5_place_dp | 0.105 | 0.0830 |
| 2_1_floorplan | - | 0.283 |
| 5_1_grt | 0.113 | 0.00892 |
| 3_3_place_gp | 0.105 | 0.0984 |
| 6_report | 0.113 | 0.0471 |
==> power by group <==
group | switching (uW) | internal, uW | total (uW)
sequential | 19.9 | 302 | 322
clock | 94.4 | 138 | 233
combinational | 17.7 | 51.8 | 69.5
==> state kept, by name (all words and copies together), names as in the netlist <==
name / cells
d1.q: 1
current: 3
d2.q: 1
flag: 1
d3.q: 1
==> Yosys cell counts <==
| library cell | n | share of area |
|---|---|---|
| buf_4 | 3 | 0.091 |
| mux2_2 | 2 | 0.091 |
| conb_1 | 1 | 0.015 |
| edfxtp_1 | 1 | 0.12 |
| xnor2_1 | 1 | 0.036 |
| o21ai_0 | 1 | 0.020 |
| nand2_1 | 1 | 0.015 |
| dfrtp_1 | 6 | 0.61 |
==> final cells by class <==
class	instances	share of cell area
Antenna cell	1	0.00647
Multi-Input combinational cell	6	0.113
Clock buffer	4	0.0680
Sequential cell	7	0.466
Timing Repair Buffer	8	0.197
Tap cell	46	0.149
==> repair_timing <==
item                                    CTS  global route
gates cloned                              0             0
endpoints found under the setup margin    3             2
resized                                   3             2
==> cells by family (layout without fill, tap and decap cells) <==
| logic type | after synthesis | in the layout | share of synthesized area |
|---|---|---|---|
| and+or+nand+nor | 1 | 1 | 0.0152 |
| muxes | 2 | 2 | 0.0914 |
| buffers and inverters | 3 | 12 | 0.0914 |
| other | 1 | 2 | 0.0152 |
| xor gates and xnor gates | 1 | 1 | 0.0355 |
| AOI/OAI and AO/OA | 1 | 1 | 0.0203 |
| DFF | 7 | 7 | 0.731 |
Power and IR drop assume default switching activity.
